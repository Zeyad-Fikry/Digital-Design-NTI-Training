## flow/run.sh

```bash
#!/bin/bash
# OpenROAD 26Q1-2900-gdf79404cd8, Yosys 0.63+post, stock flow scripts
make -C /OpenROAD-flow-scripts/flow DESIGN_CONFIG=/design/flow/config.mk WORK_HOME=/design/flow/orfs finish
```

## flow/config.mk

```make
export PLATFORM = sky130hd
export DESIGN_NAME = register
export DESIGN_NICKNAME = register
export VERILOG_FILES = /design/flow/design.v
export SDC_FILE = /design/flow/constraint.sdc
export NUM_CORES = 4
export LEC_CHECK = 1
export CORE_AREA = 10 10 70 70
export DIE_AREA = 0 0 80 80
```

## flow/constraint.sdc

```tcl
current_design register

set clk_period 1.0
set clk_io_pct 0.2

create_clock -name clk0 -period $clk_period [get_ports {clk}]

set non_clock_inputs [all_inputs -no_clocks]
set_input_delay [expr $clk_period * $clk_io_pct] -clock clk0 $non_clock_inputs
set_output_delay [expr $clk_period * $clk_io_pct] -clock clk0 [all_outputs]
```

## flow/design.v

```verilog
module register #(parameter WIDTH = 8) (
    input  rst,
    input  clk,
    input [WIDTH-1:0]data_in,
    input load,
    output reg [WIDTH-1:0]data_out
);
    always @(posedge clk )
        begin 
            if(!rst && load == 1)
                data_out = data_in ;
            else
                data_out = {WIDTH{1'b0}};
    end
endmodule
```

==> impl_metrics.toml <==
# implementation run metrics
[power_and_ir_drop]
power.leakage_nw = 0.215
power.density_nw_per_um2 = 1310
power_mw = 0.642
ir_worst_vdd_mv = 0.368

[finish]
fin_area_um2 = 490
mi_logic_area_um2 = 70.1
regArea_um2 = 161
fill_cells = 409
largest_reg_flops = 8
post_route_cells_drive_above_1_share_pct = 10.8
final_util_pct = 14.4
area_growth_pct = 113

[final_timing]
finalMaxSlewViolations = 0
worst_hold_slack_ns = 0.537
finalSetupTns_ns = 0
slew-limit-headroom_pct = 88.1
finalCriticalPeriod_ns = 0.977
max_freq_mhz = 1020
setup_viol = 0
tightestPinTransition_ns = 0.179
finalCritPeriodShare_pct = 97.7
hold_viol = 0
rsz0062_at_grt = "false"

[detailed_routing]
vias = 197
drtAntennaViolNets = 0
wl_um = 687
drc = 0
firstDrtPassIters = 2
route.detailed.wl_per_inst_um = 8.28
antenna-diode-count = 0
viasPerCell = 2.37
drt_iter0_markers = 1

[global_route]
antenna_found_initial = 0
gr-total-overflow = 0
grt_pass1_wl_um = 959
grtUsageMet2_pct = 3.69
grt.total_usage_pct = 2.00
busiest_layer = "met2"
grt_pass1_vias = 226
grtUsageMet3_pct = 1.36
grt_max_degree = 9
grt_use_met1_pct = 1.55

[die]
chipArea_um2 = 6400
dieWidth_um = 80
core_um2 = 3420
row_count = 21
io_pins = 19
die_y_um = 80
fp_util_pct = 6.74

[clocking]
clock_sinks = 8
cts-buffers-inserted = 3
hold_buffers = 0
post_cts_buffers = 0
max-clock-path-buffers = 2
clk_pin_slew_ns = 0.05
cts_tree = "built"
htree_levels = 1
root_buffer = "clkbuf_4"

[yosys]
synthArstFlopShare_pct = 0
synth_cell_types = 2
ys_seq_share_pct = 69.6
synth.top_cell.area_share_pct = 69.6
synth_area_per_cell_um2 = 14.4
synthesis.area_um2 = 230
yosysWarnings = 1
edf_count = 0
ys_chip_area_um2 = 230
numSynthFlops = 8
synth.area.top_cells = "dfxtp_1 (70%), and3b_1 (30%)"
flop_cell = "dfxtp_1"
common_cells = "and3b_1 (8), dfxtp_1 (8)"
ys_cells = 16
synth_top_cell_by_area = "dfxtp_1"
syn_inst = 16

[outcome]
status = "complete, no violations"

[critical_path]
crit_required_ns = 0.80
arrival_ns = 0.78
crit_path_start_kind = "flip-flop"
critPathKind = "reg -> out"
cp_slowest_cell = "dfxtp_1"
cp_slowest_stage_delay_ns = 0.29
crit_family = "flip-flops"
end_kind = "output pin"
crit_fanout = 1
cp_num_buf_inv = 1
path_cells = "dlygate4sd2_1"

[run]
openroad.warnings = 25
drv_cap = 0

[placed_design]
place_area_um2 = 468
io_buffers = 18
gp_congestion = 0.596

[worst_hold_path]
worstHoldPathType = "in -> reg"
-- kinds of logic (layout without fill, tap and decap cells) --
kind of cell,after synthesis,after routing,synth area share [%]
AND/OR/NAND/NOR,8,8,30.4
flip-flops,8,8,69.6
buffers and inverters,0,21,0
-- routing by layer --
metal | routed length (µm) | part of all wire (%)
met5 | 0 | 0
met4 | 27 | 3.9
met3 | 78 | 11
met2 | 346 | 50
met1 | 234 | 34
-- metrics by stage --
stage          instances  setup slack (ns)
3_5_place_dp          80           -0.0787
2_1_floorplan         16             0.538
6_report              83            0.0229
3_3_place_gp          80           -0.0539
5_1_grt               83           0.00312
4_1_cts               83           0.00219
-- area by class of cell --
class	instances	share of cell area (%)
tap	46	11.7
multi-input combinational	8	14.3
clock buffer	3	4.59
timing repair buffer	18	36.5
sequential	8	32.9
-- placed cells by master (no fill, tap or decap) --
| master | netlist | routed |
|---|---|---|
| clkbuf_4 | 0 | 3 |
| dfxtp_1 | 8 | 7 |
| dfxtp_2 | 0 | 1 |
| clkdlybuf4s50_1 | 0 | 10 |
| and3b_1 | 8 | 8 |
| clkdlybuf4s15_1 | 0 | 7 |
| dlygate4sd2_1 | 0 | 1 |
-- path summary, 6_finish.rpt --
path	to	slack, ns	cells past startpoint	start
min	data_out[0]	0.54	2	data_in[0]
max	data_out[0]	0.02	1	data_out[0]
-- power by group --
group          switching, mW  internal, mW
Clock                 0.0973         0.136
Sequential           0.00295         0.333
Combinational         0.0150        0.0570
Total                  0.115         0.526
-- timing repair --
item                                   in CTS  in global routing
setup endpoints to repair                   8                  7
pin swaps                                   0                  0
resized                                     8                  8
endpoints found under the hold margin       0                  0
Power and IR drop assume default switching activity.
