## flow/design.v

```verilog
module Alu #(
    parameter WIDTH        = 32,
    parameter RESULT_WIDTH = 32,
    parameter OPCODE_WIDTH = 3,
    parameter [OPCODE_WIDTH-1:0] OP_ADD = 3'b000,
    parameter [OPCODE_WIDTH-1:0] OP_SUB = 3'b001,
    parameter [OPCODE_WIDTH-1:0] OP_MUL = 3'b010,
    parameter [OPCODE_WIDTH-1:0] OP_AND = 3'b011,
    parameter [OPCODE_WIDTH-1:0] OP_OR  = 3'b100,
    parameter [OPCODE_WIDTH-1:0] OP_XOR = 3'b101
)(
    input  wire [WIDTH-1:0]        a,
    input  wire [WIDTH-1:0]        b,
    input  wire [OPCODE_WIDTH-1:0] opcode,
    output reg  [RESULT_WIDTH-1:0] result,
    output wire                    zero
);
    always @* begin
        case (opcode)
            OP_ADD  : result = a + b;      
            OP_SUB  : result = a - b;      
            OP_MUL  : result = a * b;      
            OP_AND  : result = a & b;
            OP_OR   : result = a | b;
            OP_XOR  : result = a ^ b;
            default : result = {RESULT_WIDTH{1'b0}};
        endcase
    end
    assign zero = (result == {RESULT_WIDTH{1'b0}} && (opcode == OP_SUB));
endmodule
```

## flow/run.sh

```bash
#!/bin/bash
# OpenROAD 26Q1-2900-gdf79404cd8, Yosys 0.63+post, stock flow scripts
make -C /OpenROAD-flow-scripts/flow DESIGN_CONFIG=/design/flow/config.mk WORK_HOME=/design/flow/orfs finish
```

## flow/config.mk

```make
export PLATFORM = sky130hd
export DESIGN_NAME = Alu
export DESIGN_NICKNAME = Alu
export VERILOG_FILES = /design/flow/design.v
export SDC_FILE = /design/flow/constraint.sdc
export NUM_CORES = 4
export LEC_CHECK = 1
export CORE_UTILIZATION = 30
```

## flow/constraint.sdc

```tcl
current_design Alu

set clk_period 26.2
set clk_io_pct 0.2

create_clock -name clk0 -period $clk_period

set non_clock_inputs [all_inputs -no_clocks]
set_input_delay [expr $clk_period * $clk_io_pct] -clock clk0 $non_clock_inputs
set_output_delay [expr $clk_period * $clk_io_pct] -clock clk0 [all_outputs]
```

==> run summary <==
fresh numbers from the pnr run: status=complete, no violations, internal power=approximately 2.3 mW, Post-route DRC=0, Final Hold Viols=0, Worst Max-Slew Pin Slew=0.878 ns, Synth Warn #=1, Worst IR Drop VDD=between 0.0003 and 0.0004 V, initial detailed-routing violation count=1050, vias per inst=~5.1, Worst Hold End=result[1], 1st-pass router iterations=7, Seq cells=0, worst hold path depth=6, unrepaired setup endpoints after global routing=no, NetSw=3.75 mW, synthesized instance count=~2400, clock buf count=0, PortBufs=100, Arr. time, crit path=around 15 ns, yosys cell count=around 2400, die height=255 um, Slew Viols, Final=0, CP max FO=17, minimum clock period=roughly 21 ns, Rel. slew slack=0.409, DIE WIDTH=around 260 um, global route total overflow=0, Critical Path Source Type=input pin, initial antenna violation count=3, CTS-repair resized insts=0, period utilization=0.791, WS Path Type=in2out, worst endpoint required time=roughly 21 ns, Post-CTS Setup Bufs=0, routed wire length=between 70 and 80 mm, post-synthesis chip area from yosys=about 0.019 mm2, Seq share, synth=0, via count=between 15000 and 20000, Die Size=around 0.065 mm2, Design Power=around 6.1 mW, core area=0.0632 mm2, Starting Density=0.304, mapped cell area=about 0.019 mm2, mean post-synth cell area=roughly 8.2 um2, number of placed I/O pins=approximately 100, Worst path max stage delay=0.91 ns, critical path's most frequent cell=fa_1, Worst path slowest cell=clkdlybuf4s50_1, most numerous logic cells after layout=442 x inv_1, 409 x fa_1, 336 x nor2_1, hpwl dp=about 59 mm, total track usage=0.246, switching share of power=0.618, Fin Hold WS=11.47 ns, Power Density=285 mW/mm2, largest net degree at the start of global routing=52, max_cap viols=0, fmax=a little under 0.05 GHz, Seq. cell area=0 um2, layout cells sized above 1=0.0382, Area growth, synth to finish=10.9%, Log Warnings=around 65, Hold WC Path Type=in2out, post-route ant nets=0, row count=92, Worst Setup End Kind=output pin, first-pass GRT wire length=111 mm, worst hold start=opcode[0], vias in the first global route=~18000, Commonest Layout Cell=inv_1, Distinct lib cells used=around 70, P_leak=10.3 nW, dpl cells=between 3000 and 4000, Setup Viol. Count Final=0, WL per Instance=between 20 and 25 um, Hold Buf Count CTS=0, RePlAce Congestion=roughly 1.0, Sum Neg Setup Slack=0 ns, non-filler cells, final=3253
## cell type report
type | count | area, um2
Antenna cell | 1 | 2.50
Fill cell | 6619 | 41900
Inverter | 464 | 1740
Multi-Input combinational cell | 1780 | 17100
Tap cell | 846 | 1060
Timing Repair Buffer | 162 | 1460
## stage by stage
step	instance area, um2	util	setup slack [ns]
after detailed placement	21300	0.337	5.65
after global placement	21300	0.337	5.77
after CTS	21300	0.337	5.61
after floorplan	19200	-	7.92
final	21300	0.337	5.47
after global routing	21300	0.337	5.12
## synth_stat cells, types with 9 or more instances
| cell | instances | area share |
|---|---|---|
| clkinv_1 | 13 | 0.0025 |
| nand2_1 | 284 | 0.055 |
| xnor2_1 | 104 | 0.047 |
| nor2_1 | 337 | 0.066 |
| xor2_1 | 30 | 0.014 |
| mux2i_1 | 11 | 0.0057 |
| a22oi_1 | 15 | 0.0059 |
| buf_1 | 17 | 0.0033 |
| nor3_1 | 15 | 0.0039 |
| fa_1 | 409 | 0.43 |
| a21o_1 | 11 | 0.0043 |
| or3_1 | 10 | 0.0033 |
| clkbuf_1 | 90 | 0.018 |
| a21oi_1 | 64 | 0.017 |
| nand3_1 | 13 | 0.0034 |
| o21ai_0 | 79 | 0.021 |
| inv_2 | 9 | 0.0018 |
| o31a_1 | 9 | 0.0041 |
| ha_1 | 219 | 0.14 |
| a31oi_1 | 13 | 0.0042 |
| inv_1 | 442 | 0.086 |
| o21a_1 | 14 | 0.0055 |
## worst max-delay path by stage
stage | from | to | cells after the start
final | a[6] | zero | 26
after global routing | a[6] | zero | 30
after CTS | a[6] | zero | 29
## cells by family after synthesis
family / synth area share
AND-OR/OR-AND: 0.0972
buffers and inverters: 0.113
multiplexers: 0.00573
adder cells (fa/ha/maj): 0.568
XOR/XNOR: 0.0610
AND/OR/NAND/NOR: 0.154
## worst max-delay path, delay by kind of cell
kind / cells / cell delay (ns)
buffers and inverters: 5 / 2.37
adders and majority gates: 9 / 4.18
AOI/OAI and AO/OA: 5 / 1.10
xor gates and xnor gates: 1 / 0.17
and+or+nand+nor: 6 / 2.38
## layer usage
metal  GRT usage  up-vias  wire [um]
met4      0.0903        4       3640
li1            -     7368          -
met3       0.137      195      11300
met5     0.00677        -         69
met1       0.316     8046      27900
met2       0.349     1052      30500
## power groups by stage
stage / combinational [mW] / clock (mW) / sequential [mW]
after global routing: 6.58 / 0 / 0
after CTS: 5.91 / 0 / 0
Power figures rest on the tool's default switching activity, not on a simulated workload.
