===== flow/config.mk =====
export PLATFORM = sky130hd
export DESIGN_NAME = ram
export DESIGN_NICKNAME = ram
export VERILOG_FILES = /design/flow/design.v
export SDC_FILE = /design/flow/constraint.sdc
export NUM_CORES = 4
export LEC_CHECK = 1
export CORE_UTILIZATION = 30

===== flow/constraint.sdc =====
current_design ram

set clk_period 2.7
set clk_io_pct 0.2

create_clock -name clk0 -period $clk_period [get_ports {clk}]

set non_clock_inputs [all_inputs -no_clocks]
set_input_delay [expr $clk_period * $clk_io_pct] -clock clk0 $non_clock_inputs
set_output_delay [expr $clk_period * $clk_io_pct] -clock clk0 [all_outputs]

===== flow/design.v =====
module ram
#(parameter ADD_WIDTH = 4, DATA_WIDTH = 8, DEPTH = 16)
(
  input wire clk, rst_n,
  input wire we_a, we_b,
  input wire [ADD_WIDTH-1:0] addr_a, addr_b,
  input wire [DATA_WIDTH-1:0] din_a, din_b,
  output reg [DATA_WIDTH-1:0] dout_a, dout_b
);
  integer i;
  reg [DATA_WIDTH-1:0] RAM [0:DEPTH-1];
  always@(posedge clk, negedge rst_n)
    begin
	  if(~rst_n)
	    begin
		  dout_a <= 'b0;
		  dout_b <= 'b0;
		  for(i=0; i<DEPTH; i=i+1)
		    RAM[i] <= 'b0;
		end
	  else if(we_a && we_b && (addr_a !== addr_b))
	    begin
		  RAM[addr_a] <= din_a;
		  RAM[addr_b] <= din_b;
		end
	  else if(we_a && ~we_b && (addr_a !== addr_b))
	    begin
	      RAM[addr_a] <= din_a;
		  dout_b <= RAM[addr_b];
		end
	  else if(~we_a && we_b && (addr_a !== addr_b))
	    begin
	      RAM[addr_b] <= din_b;
		  dout_a <= RAM[addr_a];
		end
	  else if(~we_a && ~we_b)
	    begin
		  dout_a <= RAM[addr_a];
		  dout_b <= RAM[addr_b];
		end
	end
endmodule

===== flow/run.sh =====
#!/bin/bash
# OpenROAD 26Q1-2900-gdf79404cd8, Yosys 0.63+post, stock flow scripts
make -C /OpenROAD-flow-scripts/flow DESIGN_CONFIG=/design/flow/config.mk WORK_HOME=/design/flow/orfs finish

==> reports/results.ini <==
[status]
run_status=finished, final reports clean

[clock_tree]
clk_latency_ns=0.46
cts_setup_buffers=0
cts_buffers=17
cts_tree=done
clk_pin_slew_ns=0.06
cts_buffer_depth=2
cts_sinks=144
h-tree-depth=4
cts-root-buf=clkbuf_16
hold_buffers=0

[cells_and_area]
design_area_um2=15400
fill_cells=4164
drive_above_1_share_pct=15.4
syn2layout_area_growth_pct=21.0

[power_and_ir_drop]
irDropWorstVdd_v=0.000457
p_int_mw=5.25
seqPwrFrac_pct=38.0
p_sw_share_pct=39.1
power_switching_mw=3.38
power.leakage_nw=7.10
p_comb_share_pct=33.5
powerDensity_nw_per_um2=560
pwr-share-clk_pct=28.5

[global_route]
grt_use_total_pct=28.6
grt-ovfl-total=0
grt_pass1_vias=12814
antenna_found_initial=1
grt_pass1_wl_um=88500
grt_max_degree=70

[logic_synthesis]
yosysSeqAreaShare_pct=28.3
edf_count=0
avgSynthCellArea_um2=7.70
flop_cell=dfrtp_1
yosys_register_bits=144
netlist_area_um2=12700
postSynthCellCount=1652
synthArstFlopShare_pct=100
synth_cell_types=69
synth_stat.cells=1652
yosys_area_um2=12700
ys_warn_count=2

[routing]
wl_um=60200
via_per_inst=5.97
wl_per_cell_um=26.7
first_pass_iters=6
n_antenna_cell=0
drc=0
vias=13475
antenna_left=0
dr.first_iter.drc_count=1304

[floorplanning]
die_x_um=208
core_um2=41900
num_io_pins=44
rows=75
core_util_floorplan_pct=30.4
die_height_um=208
chipArea_um2=43200

[critical_path]
crit_arrival_ns=2.91
start_kind=input port
cp.required_ns=3.02
end_kind=flip-flop
critPathKind=input port to flip-flop
cp_max_fo=16

[timing]
holdWs_ns=0.0596
worst_pin_slew_ns=0.956
hold_viol_final=0
finClkSkew_ns=0.0125
min_period_ns=2.59
drv_slew=0
relSlewSlack_pct=36.1
rsz0062_at_grt=no
worst_slack_ns=0.111
fin_crit_sh_pct=95.9
finalSetupTns_ns=0
setup_viol=0
timing.fmax_ghz=0.386

[placement]
placed_cell_area_um2=14800
hpwl_um=44300
port-buffer-count=43
gp_congestion=1.03
dp_slack_ns=-0.500

[run]
tool_warnings=25
maxCapViolations=0

[worst_hold_path]
hp-class=input port to async pin

==> power by group through the flow <==
stage / logic, mW / clock network, mW / registers, mW
after global routing: 3.14 / 2.56 / 3.30
after CTS: 2.86 / 2.48 / 3.26
final: 2.89 / 2.46 / 3.28
==> cell families after synthesis <==
group,count (synthesis),share of synthesized area (%)
and+or+nand+nor,593,21.1
buffers and inverters,207,7.67
xor gates and xnor gates,4,0.275
muxes,154,12.7
DFF,144,28.3
AOI/OAI and AO/OA,550,29.9
==> synthesized netlist by cell type, types with 4 or more instances <==
library cell	n	area (µm²)
a211oi_1	4	30.0
a21o_1	123	923
a21oi_1	135	676
a221oi_1	7	61.3
a22o_1	8	70.1
a22oi_1	33	248
a31oi_1	10	62.6
a32oi_1	10	87.6
and3_1	11	68.8
buf_1	15	56.3
buf_2	54	270
buf_6	16	180
clkbuf_1	102	383
dfrtp_1	144	3600
inv_1	17	63.8
mux2_2	6	67.6
mux2i_1	143	1430
mux4_2	5	113
nand2_1	176	661
nand2b_1	22	138
nand3_1	9	45.0
nand4_1	5	31.3
nand4b_1	10	87.6
nand4bb_1	6	67.6
nor2_1	286	1070
nor2b_1	16	100
nor3_1	9	45.0
nor3b_1	6	45.0
nor4b_1	4	35.0
nor4bb_1	6	60.1
o21ai_0	25	125
o221ai_1	6	52.6
o22ai_1	17	106
o31ai_1	130	976
o32ai_1	5	43.8
o41ai_1	6	52.6
or4b_1	4	40.0
xnor2_1	4	35.0
==> worst paths after layout <==
kind	start	to	slack, ns	cells after the start
worst max register to register	RAM[12][4]	dout_a[4]	0.14	6
worst max-delay path	addr_a[3]	dout_a[4]	0.11	8
worst min register to register	dout_a[5]	dout_a[5]	0.48	2
min in group clk0	dout_a[5]	dout_a[5]	0.48	2
worst min-delay path	rst_n	RAM[11][3]	0.06	1
max in group asynchronous	rst_n	RAM[10][2]	1.89	2
==> cell type report <==
class,instances,area (µm²),share of cell area (%)
clock buffer,19,443,2.88
clock inverter,13,139,0.902
inverter,17,63.8,0.414
multi-input combinational,1301,8240,53.5
sequential,144,3600,23.4
tap,539,674,4.38
timing repair buffer,226,2230,14.5
==> state kept, by name (all words and copies together), names as in the netlist <==
name    count
dout_a      8
RAM       128
dout_b      8
==> through the flow <==
step | power [mW] | utilization, % | cells
floorplan | 4.68 | - | 1652
global placement | 6.08 | 35.4 | 2227
detailed placement | 6.15 | 35.4 | 2227
CTS | 8.61 | 36.8 | 2259
global route | 9.01 | 36.8 | 2259
finish | 8.63 | 36.8 | 2259
==> repair_timing <==
action	in CTS	in global routing
setup endpoints to repair	1	0
endpoints found under the hold margin	0	0
resized	1	0
==> layer usage <==
metal | track usage (%) | part of all wire [%] | routed length (µm) | up-vias
met5 | 0 | 0 | 0 | -
met4 | 12.3 | 5.2 | 3140 | 0
met3 | 7.66 | 8.9 | 5370 | 155
met2 | 43.3 | 45 | 26900 | 620
met1 | 38.9 | 41 | 24900 | 6621
li1 | - | - | - | 6079
==> cell usage in the layout (no fill, tap or decap), types with 5 or more instances in the layout <==
cell             instances
o32ai_1                  5
nand4bb_1                6
clkbuf_16               17
o221ai_1                 6
and3_1                  11
nor2_2                   8
inv_1                   17
clkdlybuf4s50_1         35
buf_2                    7
mux4_2                   5
nand4_1                  5
a21o_1                 123
clkinvlp_4               5
mux2i_1                143
nand3_1                  9
a22oi_1                 33
nand2b_1                22
nor3b_1                  6
o31ai_1                130
dfrtp_1                144
a21oi_1                135
nor4bb_2                 6
a31oi_1                 10
nor3_1                   8
a22o_1                   8
buf_4                  146
nor2_1                 278
nor2b_1                 16
o22ai_1                 17
a32oi_1                 10
o41ai_1                  6
nand2_1                175
a221oi_1                 7
nand4b_1                10
buf_12                  37
mux2_2                   6
o21ai_0                 25
==> worst max-delay path, stage by stage <==
cell       delay, ns
buf_2           0.39
buf_4           0.27
nor3_1          0.07
a311oi_1        0.36
a31oi_1         0.10
a2111oi_1       0.84
buf_4           0.26
o31ai_1         0.07
Power and IR drop assume default switching activity.
